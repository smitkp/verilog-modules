==> constraint.sdc <==
current_design fifo8

set clk_period 2.6
set clk_io_pct 0.2

create_clock -name clk0 -period $clk_period [get_ports {clk}]

set non_clock_inputs [all_inputs -no_clocks]
set_input_delay [expr $clk_period * $clk_io_pct] -clock clk0 $non_clock_inputs
set_output_delay [expr $clk_period * $clk_io_pct] -clock clk0 [all_outputs]
==> design.v <==
module fifo8(
    input clk,
    input rst,
    input wr_e,
    input [1:0] wr_data,
    input rd_e,
    output reg [1:0] rd_data,
    output full,
    output empty
);
reg [2:0] rd_ptr, rd_ptr_nxt;
reg [2:0] wr_ptr, wr_ptr_nxt;
reg [1:0] data0, data1, data2, data3, data4, data5, data6, data7;
reg [1:0] data_nxt0, data_nxt1, data_nxt2, data_nxt3, data_nxt4, data_nxt5, data_nxt6, data_nxt7;
wire wr_e_qual;
wire rd_e_qual;
assign full = ((wr_ptr + 1) == rd_ptr);
assign empty = (rd_ptr == wr_ptr);
assign wr_e_qual = wr_e && !full;
assign rd_e_qual = rd_e && !empty;
always @(posedge clk) begin
    if (rst) begin
        rd_ptr <= 3'b0;
        wr_ptr <= 3'b0;
    end else begin
        rd_ptr <= rd_ptr_nxt;
        wr_ptr <= wr_ptr_nxt;
    end
end
always @(posedge clk) begin
    data0 <= rst ? 2'b0 : data_nxt0;
    data1 <= rst ? 2'b0 : data_nxt1;
    data2 <= rst ? 2'b0 : data_nxt2;
    data3 <= rst ? 2'b0 : data_nxt3;
    data4 <= rst ? 2'b0 : data_nxt4;
    data5 <= rst ? 2'b0 : data_nxt5;
    data6 <= rst ? 2'b0 : data_nxt6;
    data7 <= rst ? 2'b0 : data_nxt7;
end
always @(*) begin
    data_nxt0 = wr_e_qual && (wr_ptr == 3'h0) ? wr_data : data0;
    data_nxt1 = wr_e_qual && (wr_ptr == 3'h1) ? wr_data : data1;
    data_nxt2 = wr_e_qual && (wr_ptr == 3'h2) ? wr_data : data2;
    data_nxt3 = wr_e_qual && (wr_ptr == 3'h3) ? wr_data : data3;
    data_nxt4 = wr_e_qual && (wr_ptr == 3'h4) ? wr_data : data4;
    data_nxt5 = wr_e_qual && (wr_ptr == 3'h5) ? wr_data : data5;
    data_nxt6 = wr_e_qual && (wr_ptr == 3'h6) ? wr_data : data6;
    data_nxt7 = wr_e_qual && (wr_ptr == 3'h7) ? wr_data : data7;
    if (rd_e_qual) begin
        case(1)
            rd_ptr == 0 : rd_data <= data0;
            rd_ptr == 1 : rd_data <= data1;
            rd_ptr == 2 : rd_data <= data2;
            rd_ptr == 3 : rd_data <= data3;
            rd_ptr == 4 : rd_data <= data4;
            rd_ptr == 5 : rd_data <= data5;
            rd_ptr == 6 : rd_data <= data6;
            rd_ptr == 7 : rd_data <= data7;
        endcase
    end
    rd_ptr_nxt = rd_e_qual ? rd_ptr + 1 : rd_ptr;
    wr_ptr_nxt = wr_e_qual ? wr_ptr + 1 : wr_ptr;
end
endmodule
==> config.mk <==
export PLATFORM = sky130hd
export DESIGN_NAME = fifo8
export DESIGN_NICKNAME = fifo8
export VERILOG_FILES = /design/flow/design.v
export SDC_FILE = /design/flow/constraint.sdc
export NUM_CORES = 4
export LEC_CHECK = 1
export CORE_AREA = 10 10 104 104
export DIE_AREA = 0 0 114 114
==> run.sh <==
#!/bin/bash
# OpenROAD 26Q1-2900-gdf79404cd8, Yosys 0.63+post, stock flow scripts
make -C /OpenROAD-flow-scripts/flow DESIGN_CONFIG=/design/flow/config.mk WORK_HOME=/design/flow/orfs finish
==> reports/qor.csv <==
stage,metric,value,unit
run_status,outcome,"complete, no violations",
synthesis,synthesized netlist cell count,160,
finish,Fillers,978,
synthesis,Top cells by area,"dfxtp_1 32%, mux2i_1 12%, ha_1 10%",
timing,max-slew violation count,0,
detailed_routing,TritonRoute pass-1 iters,4,
finish,Finished Layout Cells,283,
pwr,Max VDD drop,0.000254,V
timing,register pins left without a clock,2,
timing,Slew headroom,0.574,
timing,clock skew,2.92,ps
pwr,Power Dens Cells,993,nW/um^2
critical_path,CP Class,reg -> out,
finish,"Core Util, Final",0.197,
timing,Setup WS post-layout,118,ps
die,core area,8680,um^2
detailed_routing,ANT nets after route,0,
clock_tree,clock insertion delay at the later pin of the skew report,270,ps
synthesis,Unique cell types,34,
critical_path,Critical Path End Type,output pin,
die,std cell rows,34,
finish,layout cell share with drive strength beyond 1,0.0971,
die,Initial Util,0.158,
placement,half-perimeter wire length after placement,2430,um
synthesis,leading area contributor after synthesis,dfxtp_1,
min_path,hold path cells,2,
synthesis,Yosys Chip Area,1380,um^2
global_routing,initial antenna violation count,0,
placement,# placed instances,278,
detailed_routing,Iteration-0 DRC Markers,68,
detailed_routing,number of diodes,0,
job,Max-Cap Viols,0,
clock_tree,CTS Buf Count,3,
synthesis,Mapped Area,1380,um^2
placement,Final GP Congestion,0.869,
timing,# setup viols final,0,
placement,Placement Setup Slack,231,ps
timing,Least-Margin Pin Slew,635,ps
min_path,Min-Delay Endpoint,data4[0],
global_routing,largest net degree at the start of global routing,15,
finish,area grow syn2layout,24.3,%
pwr,Leak Pwr,0.675,nW
timing,final hold vios,0,
critical_path,CP Launch Type,flip-flop,
critical_path,worst r2r src,wr_ptr[1],
global_routing,global-route wire length before repair,5260,um
min_path,hold crit path type,reg -> reg,
critical_path,Worst Path Required,2080,ps
critical_path,worst r2r dst,data2[1],
synthesis,post-synth top area share,0.320,
die,io pins,10,
die,Die ar.,13000,um^2
detailed_routing,drt total wl,3200,um
synthesis,Synthesis Warnings,1,
timing,cycle use final,0.955,
critical_path,CP max FO,6,
timing,setup TNS,0,ps
synthesis,Seq cells post-synth,24,
clock_tree,CTS tree,done,
detailed_routing,Routed wire per std cell,11.3,um
timing,fmax,403,MHz
timing,unrepaired setup endpoints after global routing,no,
detailed_routing,routed via count,1108,
global_routing,GRT Total Usage,0.0478,
synthesis,"Avg Cell Area, Syn",8.59,um^2
min_path,hold_sp,data4[0],
synthesis,yosys cell count,160,
clock_tree,clk buf depth,2,
timing,number of unconstrained endpoints,4,
placement,Port Buffers,9,
job,tool warnings,32,
clock_tree,depth of the CTS H-tree,1,
critical_path,r2r setup slk,440,ps
timing,minimum clock period,2480,ps
critical_path,arrival time worst endpoint,1960,ps
global_routing,GRT overflow,0,
clock_tree,clk slew on worst S/H paths,80,ps
die,Die W,114,um
detailed_routing,Residual DRC,0,
critical_path,R2R cell count,7,
global_routing,vias in the first global route,1053,
die,Die Y,114,um
clock_tree,Root Buffer,clkbuf_8,
detailed_routing,via/cell ratio,3.92,
-- state kept, by name, summed over array words and instances, names as in the netlist --
name / flops
data3: 2
rd_data: 2
data1: 2
data4: 2
data0: 2
data5: 2
data6: 2
data2: 2
wr_ptr: 3
data7: 2
rd_ptr: 3
-- final cells by class --
class / count / area (um^2) / area share
clock buffers: 4 / 55.1 / 0.0322
inverters: 9 / 33.8 / 0.0198
multi-input cells: 120 / 856 / 0.501
flip-flops and latches: 24 / 472 / 0.276
well taps: 108 / 135 / 0.0791
repair buffers: 18 / 158 / 0.0922
-- worst max path at each step --
stage	slack, ps	startpoint	end
after CTS	20	wr_ptr[1]	full
after global routing	30	wr_ptr[1]	full
final	120	wr_ptr[1]	full
-- placed cells by master (no fill, tap or decap), types with 3 or more instances in the layout --
cell type        count
dfxtp_1             21
buf_4                9
nor2b_1              5
o211ai_1             3
ha_1                10
nor3b_1              3
o211a_1              3
clkdlybuf4s50_1      9
nand2_1             25
clkbuf_8             4
a311oi_1             3
nand4_1              3
inv_1                9
a21oi_1              9
mux2i_1             17
nor2_1              14
xor2_1               3
-- worst max-delay path: stages, from the launching register on --
cell	delay (ps)
dfxtp_2	360
ha_1	240
ha_4	300
xor2_2	140
nand2_1	100
nor2_1	110
clkdlybuf4s50_1	460
-- Yosys cell counts (all sizes together) --
cell and instances:
buf 1, nor3b 3, inv 9, o41ai 1
o22ai 1, nand2 25, o2111ai 1, xnor2 2
o211ai 3, a311oi 3, xor2 4, nand4 3
mux2i 17, o211a 3, o31ai 1, a31oi 1
clkbuf 6, nor2 14, or3 1, ha 11
nor2b 5, nand3b 1, o32ai 1, a21oi 9
o31a 1, o21ai 2, o21a 1, dfxtp 22
dlxtn 2, mux2 1, nor3 2, nand2b 1
a211oi 2
-- routing by layer --
| metal | up-vias | GRT usage | wire length (um) |
|---|---|---|---|
| met3 | 2 | 0.0112 | 113 |
| met5 | - | 0 | 0 |
| met1 | 510 | 0.0626 | 1480 |
| met4 | 0 | 0.00752 | 34 |
| met2 | 10 | 0.0797 | 1580 |
| li1 | 586 | - | - |
-- metrics by stage --
step                area [um^2]  power [mW]  hold WS, ps
floorplan                  1380        1.06          435
global placement           1630        1.40          448
detailed placement         1630        1.41          455
CTS                        1700        1.69          467
global route               1710        1.84          482
finish                     1710        1.70          465
-- power by group --
part           total [mW]  switching (mW)  internal, mW
Sequential          0.496          0.0665         0.430
Combinational       0.947           0.486         0.461
Clock               0.253           0.118         0.135
Total                1.70           0.670          1.03
-- what timing repair did --
item,in CTS,in global routing
cloned,0,0
buffers inserted,1,0
setup endpoints to repair,1,1
pin swaps,1,0
endpoints found under the hold margin,0,0
hold buffers,0,0
gates resized,0,2
-- cell families (layout without fill, tap and decap cells) --
kind of cell	count (synthesis)	after routing	synth area share
fa+ha+maj	11	11	0.100
latches	2	2	0.0218
flops	22	22	0.320
mux	18	18	0.135
compound gates	30	30	0.154
simple gates	55	55	0.181
buf+inv	16	31	0.0446
xor+xnor	6	6	0.0437
Power and IR drop assume default switching activity.
